==> /design/flow/run.sh <==
#!/bin/bash
# OpenROAD 26Q1-2900-gdf79404cd8, Yosys 0.63+post, stock flow scripts
make -C /OpenROAD-flow-scripts/flow DESIGN_CONFIG=/design/flow/config.mk WORK_HOME=/design/flow/orfs finish
==> /design/flow/config.mk <==
export PLATFORM = sky130hd
export DESIGN_NAME = spi_slave
export DESIGN_NICKNAME = spi_slave
export VERILOG_FILES = /design/flow/design.v
export SDC_FILE = /design/flow/constraint.sdc
export NUM_CORES = 4
export LEC_CHECK = 1
export CORE_AREA = 10 10 86 86
export DIE_AREA = 0 0 96 96
==> /design/flow/constraint.sdc <==
current_design spi_slave

set clk_period 1.2
set clk_io_pct 0.2

create_clock -name clk0 -period $clk_period [get_ports {SCLK}]

set non_clock_inputs [all_inputs -no_clocks]
set_input_delay [expr $clk_period * $clk_io_pct] -clock clk0 $non_clock_inputs
set_output_delay [expr $clk_period * $clk_io_pct] -clock clk0 [all_outputs]
==> /design/flow/design.v <==
`timescale 1ns / 1ps
module spi_slave(
input logic SCLK,
input logic MOSI,
output logic MISO,
input logic CS,                      
output logic [7:0]data
    );
logic recv_bit;
logic [7:0] recv_data;
logic [7:0] send_data=8'b10100101;
logic [31:0] recv_count=32'd0;
logic [31:0] send_count=32'd0;
assign MISO=send_data[7];                          
always_ff@(posedge SCLK)
if(CS)
    recv_count<=0;
else if(recv_count==7) 
    recv_count<=0;
else
    recv_count<=recv_count+1;
always_ff@(posedge SCLK)
if(~CS)
begin
    recv_data[0]<=MOSI;
    for(int i=0;i<7;i++)
        recv_data[i+1]<=recv_data[i];
end
always_ff@(negedge SCLK)
if(CS)
    send_count<=0;
else if(send_count==7)
    send_count<=0;
else
    send_count<=send_count+1;
always_ff@(negedge SCLK)
if(~CS)
begin
    send_data[0]<=1'b0;
    for(int i=0;i<7;i++)
        send_data[i+1]<=send_data[i];
end
assign data=recv_data;
endmodule
==> run_results.csv <==
group,metric,value,unit
cells_and_area,lay_top_cells,"edfxtp_1 (16), inv_1 (8), dlygate4sd2_1 (8)",
global_route,gr-usage-met2,3.92,%
synth,ys_cells,19,
route,vias_per_cell,2.24,
cells_and_area,final_cell_area,800,um^2
cells_and_area,layout_top_cell,"edfxtp_1",
placed_design,dp.cells,104,
cells_and_area,fin_util,14.4,%
worst_setup_path,arrival,1390,ps
route,drt-initial-drc-count,3,
worst_setup_path,critPathTopFamily,"flip-flops",
die,rows,27,
pwr,power,1.24,mW
worst_setup_path,slowest_stage,"edfxtp_1",
synth,synth_cell_types,3,
worst_setup_path,rr_endpoint,"recv_data[2]",
placed_design,dp_hpwl,680,um
die,ios,12,
pwr,p_sw_share,22.9,%
sta,rsz0062_at_grt,"true",
clock_tree,ctsLongestPathBuffers,2,
route,post_drt_wl_per_cell,8.17,um
synth,synth.avg_cell_area,25.9,um^2
worst_setup_path,crit_type,"reg -> out",
sta,setup_viol,1,
global_route,grt_pass1_wl,1680,um
global_route,use_met1,2.67,%
die,die_area,9220,um^2
worst_setup_path,cp.required,960,ps
worst_setup_path,ff2ff_path_depth,1,
global_route,grt_antenna_before_repair,0,
synth,synth-warning-count,1,
worst_setup_path,crit_path_max_incr_delay,350,ps
die,coreArea,5540,um^2
cells_and_area,drive_gt1_share,27.7,%
pwr,powerDensity,1550,nW/um^2
global_route,grt.total_usage,2.44,%
die,fp_util,8.88,%
clock_tree,cts_tree,"yes",
sta,holdWs,404,ps
pwr,ir_worst_vdd,1.13,mV
cells_and_area,syn_to_final_growth,62.6,%
placed_design,gp_congestion,0.669,
synth,postSynthSeqShare,97.7,%
pwr,p_int,0.955,mW
outcome,status,"complete, but fails checks",
worst_setup_path,crit_fanout,1,
worst_setup_path,end_kind,"primary output",
die,die_y,96,um
worst_setup_path,startpoint_type,"flip-flop",
pwr,power_frac_comb,4.3,%
worst_setup_path,crit_chain,"buf_2",
sta,drv_slew,0,
sta,skew,21.6,ps
clock_tree,htree_levels,1,
route,via_count,266,
clock_tree,cts_buffers,3,
sta,hold_viol_final,0,
global_route,grt-ovfl-total,0,
placed_design,place_area,711,um^2
pwr,sequentialPowerShare,54.0,%
global_route,top_usage_layer,"met2",
sta,setup_tns,-434,ps
hold_path,hold_path_class,"reg -> reg",
pwr,p_sw,0.284,mW
job,tool_warnings,36,
worst_setup_path,r2r_start,"recv_data[1]",
clock_tree,clock_latency,330,ps
global_route,met3_usage,1.73,%
clock_tree,cts.clk_slew.worst_paths,40,ps
placed_design,post-place-ws,-660,ps
worst_setup_path,crit_start,"send_data[7]",
worst_setup_path,worst-path-buf-inv,1,
clock_tree,root_buffer,"clkbuf_8",
pwr,clockPowerShare,41.7,%
job,drv_cap,0,
route,drc,0,
synth,yosysChipArea,492,um^2
worst_setup_path,crit_end,"MISO",
clock_tree,numClockSinks,16,
worst_setup_path,crit_cells,1,
placed_design,port_buffers,11,
route,num_antenna_cells,0,
pwr,p_leak,0.307,nW
global_route,grt_max_degree,10,
synth,synthCells,19,
synth,ys_ff,16,
die,die_x,96,um
worst_setup_path,r2r_setup_slack,420,ps
route,first_pass_iters,2,
outcome,violations,"setup timing",
sta,fin_ws,-434,ps
global_route,grt_pass1_vias,315,
cells_and_area,fin_cells,119,
route,drt-total-wl,972,um
synth,syn_area,492,um^2
route,ant_nets,0,
[cell type report]
| class | instances | area, um^2 |
|---|---|---|
| Timing Repair Buffer | 16 | 134 |
| Clock buffer | 3 | 41.3 |
| Sequential cell | 16 | 480 |
| Inverter | 1 | 7.51 |
| Clock inverter | 9 | 35.0 |
| Tap cell | 72 | 90.1 |
| Fill cell | 627 | 4740 |
| Timing Repair inverter | 1 | 7.51 |
| Multi-Input combinational cell | 1 | 3.75 |
[registers in the layout (all words and copies together), names as in the netlist]
name / cells
recv_data: 8
send_data: 8
[routing by layer]
metal  vias up  share of wire [%]  wire length, um
met4         0                  0                0
met1       128                 43              419
met5         -                  0                0
met2        13                 46              448
met3         0                 11              104
li1        125                  -                -
[synth_stat cells, drive strengths merged]
master	instances	area share (%)
conb	1	0.76
inv	2	1.5
edfxtp	16	98
[power by group through the flow]
stage                 Sequential (mW)  Combinational (mW)  Clock (mW)
after CTS                       0.670              0.0555       0.528
after global routing            0.673              0.0604       0.594
final                           0.669              0.0532       0.517
[worst min-delay path by stage]
stage	startpoint	end	cells after the start
final	send_data[3]	send_data[4]	0
after CTS	send_data[3]	send_data[4]	0
after global routing	send_data[3]	send_data[4]	0
[cell families (layout without fill, tap and decap cells)]
family | count (synthesis) | after routing | share of synthesized area [%]
other cells | 1 | 1 | 0.763
buf+inv | 2 | 30 | 1.53
flops | 16 | 16 | 97.7
[what timing repair did]
| action | CTS | global route |
|---|---|---|
| hold buffers | 0 | 0 |
| resized | 16 | 0 |
| gates cloned | 1 | 0 |
| setup buffers | 3 | 0 |
| endpoints found under the setup margin | 17 | 1 |
| endpoints found under the hold margin | 0 | 0 |
No activity file was given, so power comes from the tool's default toggle rates.
